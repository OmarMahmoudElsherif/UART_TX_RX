[/design/flow/design.v]
module FSM_RX (
	input		wire				CLK,
	input		wire				RST,
	input		wire				RX_IN,
	input		wire	[5:0]		Prescale,
	input		wire				PAR_EN,
	input		wire				PAR_TYP,
	input		wire	[3:0]		bit_cnt,	 
	input		wire	[5:0]		edge_cnt,
	input		wire				par_err,
	input		wire				strt_glitch,
	input		wire				stp_err,
	output		reg					data_samp_en,
	output		reg					enable,
	output		reg					par_chk_en,
	output		reg					strt_chk_en,
	output		reg					stp_chk_en,
	output		reg					data_valid,
	output		reg					deser_en
	);
localparam		[2:0]		IDLE					=	'b000,		
							Start_Bit				=	'b001,
							Data_Stage				=	'b010,
							Parity_Bit				=	'b011,
							Stop_Bit   				=   'b101;
reg		[2:0]	Next_state,
				current_state;
reg		[5:0]		Prescale_reg;
always @(posedge CLK or negedge RST) begin
	if (!RST) begin
		Prescale_reg	<=		'b0;
	end
	else begin
		Prescale_reg	<=		Prescale;
	end
end
always @(posedge CLK or negedge RST) begin
	if (!RST) begin
		current_state	<=	IDLE;
	end
	else  begin
		current_state	<=	Next_state;
	end
end
always@(*) begin
	data_samp_en		=		'b0;
	enable				=		'b0;
	par_chk_en			=		'b0;
	strt_chk_en			=		'b0;
	stp_chk_en			=		'b0;
	data_valid			=		'b0;
	deser_en			=		'b0;
	Next_state			=		IDLE;
	case(current_state)
	IDLE	:	begin
		if(RX_IN	==	'b0	) begin
			enable			=		'b1;
			Next_state		=		Start_Bit;
		end
		else begin
			Next_state		=		IDLE;
		end
	end	
	Start_Bit	:	begin
		strt_chk_en		=		'b1;
		enable			=		'b1;
		data_samp_en	=		'b1;
		if(strt_glitch	==	'b0	&& bit_cnt == 'b1 ) begin
			Next_state		=		Data_Stage;
		end
		else if (bit_cnt == 'b0 ) begin    
			Next_state		=		Start_Bit;
		end
		else begin
			Next_state		=		IDLE;
		end
	end	
	Data_Stage	:	begin
		enable			=		'b1;
		data_samp_en	=		'b1;
		if(bit_cnt != 'd9 ) begin
			Next_state		=		Data_Stage;
			if(edge_cnt == ((Prescale_reg>>1) +'d2))   
			begin
				deser_en		=		'b1;   
			end
			else begin
				deser_en		=		'b0;
			end
		end
		else begin
			if(PAR_EN == 'b1)  begin 	 
				Next_state		=		Parity_Bit;
			end
			else begin
				Next_state		=		Stop_Bit;
			end
		end
	end	
	Parity_Bit	:	begin
		enable			=		'b1;
		data_samp_en	=		'b1;
		par_chk_en		=		'b1;
		if(bit_cnt == 'd10 ) begin
			if(par_err	==	'b1)   begin
				Next_state		=		IDLE;
			end
			else begin
				Next_state		=		Stop_Bit;
			end
		end
		else begin
			Next_state			=		Parity_Bit;
		end
	end	
	Stop_Bit :	begin
		enable			=		'b1;
		data_samp_en	=		'b1;
		stp_chk_en		=		'b1;
		if(edge_cnt == Prescale_reg ) begin  
				enable			=	'b0;
				data_samp_en	=	'b0;
				stp_chk_en		=	'b0;
			if(stp_err	==	'b1)   begin
				Next_state		=		IDLE;
			end
			else begin
				data_valid		=	'b1;
				if(RX_IN == 'b0) begin   
					Next_state		=	Start_Bit;
				end
				else begin
					Next_state		=	IDLE;
				end
			end
		end
		else begin
			Next_state		=		Stop_Bit;
		end
	end
	default : begin
			data_samp_en		=		'b0;
			enable				=		'b0;
			par_chk_en			=		'b0;
			strt_chk_en			=		'b0;
			stp_chk_en			=		'b0;
			data_valid			=		'b0;
			deser_en			=		'b0;
			Next_state			=		IDLE;
	end
	endcase
end
endmodule
module Parity_Check #(
	parameter DATA_WIDTH = 8   
	)
	(
	input		wire							sampled_bit,
	input		wire							par_chk_en,
	input		wire							PAR_TYP,
	input		wire	[DATA_WIDTH-1:0]		P_DATA,
	output		reg								par_err
	);
always @(*) begin
	if(par_chk_en) begin
		if(PAR_TYP == 'b0) begin    
			if( ^P_DATA == sampled_bit) begin
				par_err		=		'b0;			
			end
			else begin
				par_err		=		'b1;
			end
		end
		else begin 		 
			if( ~(^P_DATA) == sampled_bit) begin
				par_err		=		'b0;			
			end
			else begin
				par_err		=		'b1;
			end
		end
	end
end
endmodule
module Start_Check (
	input		wire		strt_chk_en,
	input		wire		sampled_bit,
	output		reg			strt_glitch
	);
always @(*) begin
	if(strt_chk_en) begin
		if(sampled_bit == 'b0) begin    
			strt_glitch		=	'b0;
		end
		else begin 		 
			strt_glitch		=	'b1;
		end
	end
	else begin
		strt_glitch		=	'b0;
	end
end
endmodule
module Stop_Check (
	input		wire		stp_chk_en,
	input		wire		sampled_bit,
	output		reg			stp_err
	);
always @(*) begin
	if(stp_chk_en) begin
		if(sampled_bit == 'b1) begin    
			stp_err		=	'b0;
		end
		else begin 		 
			stp_err		=	'b1;
		end
	end
	else begin
		stp_err		=	'b0;
	end
end
endmodule
module UART_RX #(
	parameter DATA_WIDTH = 8   
	)
	(
	input		wire						CLK,
	input		wire						RST,
	input		wire						PAR_TYP,
	input		wire						PAR_EN,
	input		wire	[5:0]				Prescale,
	input		wire						RX_IN,
	output		wire		[DATA_WIDTH-1:0]	P_DATA,
	output		wire						data_valid
	);
wire  				data_samp_en_Top;
wire	[3:0]		bit_cnt_Top;
wire	[5:0]		edge_cnt_Top;
wire				enable_Top;
wire				par_chk_en_Top;
wire				par_err_Top;
wire				strt_chk_en_Top;
wire				strt_glitch_Top;
wire				stp_chk_en_Top;
wire				stp_err_Top;
wire				deser_en_Top;
wire				sampled_bit_Top;
FSM_RX FSM_DUT (
	.CLK(CLK),
	.RST(RST),
	.RX_IN(RX_IN),
	.Prescale(Prescale),
	.PAR_EN(PAR_EN),
	.PAR_TYP(PAR_TYP),
	.bit_cnt(bit_cnt_Top),
	.edge_cnt(edge_cnt_Top),
	.par_err(par_err_Top),
	.strt_glitch(strt_glitch_Top),
	.stp_err(stp_err_Top),
	.data_samp_en(data_samp_en_Top),
	.enable(enable_Top),
	.par_chk_en(par_chk_en_Top),
	.strt_chk_en(strt_chk_en_Top),
	.stp_chk_en(stp_chk_en_Top),
	.data_valid(data_valid),
	.deser_en(deser_en_Top)
	);
deserializer  #(.DATA_WIDTH(DATA_WIDTH) )
	deser_DUT
(
	.CLK(CLK),
	.RST(RST),
	.sampled_bit(sampled_bit_Top),
	.deser_en(deser_en_Top),
	.P_DATA(P_DATA)
);
data_sampling data_sampling_DUT(
	.CLK(CLK),
	.RST(RST),
	.Prescale(Prescale),
	.RX_IN(RX_IN),
	.data_samp_en(data_samp_en_Top),
	.edge_cnt(edge_cnt_Top),
	.sampled_bit(sampled_bit_Top)
);
edge_bit_counter Counter_DUT(
	.CLK(CLK),
	.RST(RST),
	.enable(enable_Top),
	.Prescale(Prescale),
	.edge_cnt(edge_cnt_Top),
	.bit_cnt(bit_cnt_Top)
);
Stop_Check Stop_Check_DUT(
	.stp_chk_en(stp_chk_en_Top),
	.sampled_bit(sampled_bit_Top),
	.stp_err(stp_err_Top)
	);
Start_Check Start_Check_DUT(
	.strt_chk_en(strt_chk_en_Top),
	.sampled_bit(sampled_bit_Top),
	.strt_glitch(strt_glitch_Top)
	);
Parity_Check #(.DATA_WIDTH(DATA_WIDTH) )
	Parity_Check_DUT
	(
	.sampled_bit(sampled_bit_Top),
	.par_chk_en(par_chk_en_Top),
	.PAR_TYP(PAR_TYP),
	.P_DATA(P_DATA),
	.par_err(par_err_Top)
);
endmodule
module data_sampling (
	input		wire				CLK,
	input		wire				RST,
	input		wire   [5:0]		Prescale,
	input		wire				RX_IN,
	input		wire				data_samp_en,
	input		wire   [5:0]		edge_cnt,
	output		reg					sampled_bit
	);
reg			sample1,sample2,sample3;
always @(posedge CLK,negedge RST) begin
	if(!RST) begin
		sample1			<=		'b0;
		sample2			<=		'b0;
		sample3			<=		'b0;
		sampled_bit		<=		'b0;	
	end
	else if(data_samp_en)	begin
		if(edge_cnt	==	(Prescale>>1) - 1'b1)	begin   
			sample1		<=	RX_IN;
		end
		else if (edge_cnt	==	(Prescale>>1) ) begin   
			sample2		<=	RX_IN;
		end
		else if (edge_cnt	==	(Prescale>>1) + 1'b1 ) begin   
			sample3		<=	RX_IN;
		end
		case({sample1,sample2,sample3})
			'b000,'b010,'b001,'b100 : begin
				sampled_bit		<=		'b0;	
			end
			'b111,'b110,'b011,'b101 : begin
				sampled_bit		<=		'b1;
			end	
		endcase
	end
end
endmodule
module deserializer #(
	parameter DATA_WIDTH = 8   
	)
	(
	input		wire							CLK,
	input		wire							RST,
	input		wire							sampled_bit,
	input		wire							deser_en,
	output		reg  	[DATA_WIDTH-1:0]		P_DATA
	);
reg 	[DATA_WIDTH-1:0]	 Shift_Register;
always @(posedge CLK or negedge RST) begin
	if (!RST) begin
		P_DATA				<=		'b0;	
		Shift_Register		<=		'b0;
	end
	else if(deser_en) begin
		Shift_Register <= {sampled_bit,Shift_Register[7:1]};
	end
	else begin
		P_DATA			<=		Shift_Register;
	end
end
endmodule
module edge_bit_counter (
	input		wire				CLK,
	input		wire				RST,
	input		wire				enable,
	input		wire	[5:0]		Prescale,
	output		reg		[5:0]		edge_cnt,
	output		reg		[3:0]		bit_cnt
	);
always @(posedge CLK or negedge RST) begin
	if (!RST) begin
		edge_cnt 		<=		'b1;
		bit_cnt 		<=		'b0;
	end
	else if (enable) begin
		if(edge_cnt == Prescale ) begin
			bit_cnt 	<=	bit_cnt 	+	'b1;
			edge_cnt 	<=	'b1;	
		end
		else begin
			edge_cnt 	<=		edge_cnt 	+	'b1;
		end
	end
	else begin
		edge_cnt 		<=		'b1;
		bit_cnt 		<=		'b0;
	end
end
endmodule
[/design/flow/run.sh]
#!/bin/bash
# OpenROAD 26Q1-2900-gdf79404cd8, Yosys 0.63+post, stock flow scripts
make -C /OpenROAD-flow-scripts/flow DESIGN_CONFIG=/design/flow/config.mk WORK_HOME=/design/flow/orfs finish
[/design/flow/config.mk]
export PLATFORM = sky130hd
export DESIGN_NAME = UART_RX
export DESIGN_NICKNAME = UART_RX
export VERILOG_FILES = /design/flow/design.v
export SDC_FILE = /design/flow/constraint.sdc
export NUM_CORES = 4
export LEC_CHECK = 1
export CORE_UTILIZATION = 50
[/design/flow/constraint.sdc]
current_design UART_RX

set clk_period 4.1
set clk_io_pct 0.2

create_clock -name clk0 -period $clk_period [get_ports {CLK}]

set non_clock_inputs [all_inputs -no_clocks]
set_input_delay [expr $clk_period * $clk_io_pct] -clock clk0 $non_clock_inputs
set_output_delay [expr $clk_period * $clk_io_pct] -clock clk0 [all_outputs]
==> impl_metrics.json <==
{
  "cp.arrival_ps": 2360,
  "clock_path_buffers": 2,
  "gr-usage-met2": 0.2998,
  "grt_antenna_before_repair": 0,
  "netSwitchingPower_w": 0.0004970,
  "port_buffer_count": 19,
  "final_hold_violation_count": 0,
  "finalClockPeriodUsage": 0.7754,
  "yosys.area.top_type": "dfrtp_1",
  "power_leakage_nw": 1.168,
  "endpoint_kind": "output port",
  "synth_cells": 228,
  "timing.hold.worst_endpoint": "data_sampling_DUT.sample2$_DFFE_PN0P_",
  "ff2ff_setup_slack_ps": 1810,
  "chipWidth_um": 71.75,
  "tritoncts.num_buffers": 5,
  "terminus_of_the_critical_flop_to_flop_path": "deser_DUT.P_DATA[2]$_DFFE_PN0N_",
  "timing.reg2reg.worst_path_depth": 8,
  "power.density_nw_per_um2": 496.9,
  "clkLatencyLatePin_ps": 290,
  "internal_power_w": 0.0008508,
  "fp-utilization": 0.5184,
  "unclocked_regs": 1,
  "critical-path-max-stage-delay_ps": 660,
  "ys.flops": 42,
  "hold_ws_ps": 506.5,
  "log.warning_count": 29,
  "post_drt_via_cell_ratio": 5.498,
  "cts-htree-levels": 2,
  "clock_tree.root_cell": "clkbuf_8",
  "pin_count_of_the_biggest_net_entering_global_routing": 42,
  "die_y_um": 71.75,
  "gr-max-usage-layer": "met1",
  "timing.critical_path.required_ps": 3280,
  "via_count": 1644,
  "reg_top3": "deser_DUT.P_DATA x8, deser_DUT.Shift_Register x8",
  "cp_max_fo": 14,
  "first_iter_violations": 84,
  "run_status": "complete, no violations",
  "worst_path_dominant_cell_family": "simple AND/OR/NAND/NOR gates",
  "postRouteAntennaNets": 0,
  "setup.worst_path.start_class": "flop",
  "wl_per_cell_um": 14.72,
  "chip_area_um2": 5147,
  "drt-pass1-iter-count": 4,
  "globalRouteOverflowTotal": 0,
  "instances_no_fill": 299,
  "grt_setup_unrepaired": "no",
  "period_needed_ps": 3179,
  "worstReg2RegStart": "FSM_DUT.Prescale_reg[2]$_DFF_PN0_",
  "post_route_cells_drive_above_1_share": 0.1551,
  "origin_of_the_worst_min_delay_path": "data_sampling_DUT.sample2$_DFFE_PN0P_",
  "hpwlAfterDp_um": 3172,
  "edf_count": 0,
  "pin_slew_with_the_least_headroom_to_its_limit_ps": 508.3,
  "cts_tree": "built",
  "final_max_slew_viol_count": 0,
  "dominant_register_cell_in_the_synthesized_netlist": "dfrtp_1",
  "path_cells": "xor2_1 -> nor4_2 -> nor3b_2 -> and2_1 -> clkdlybuf4s50_1",
  "relSlewSlack": 0.6611,
  "finalSetupViolCount": 0,
  "gr-usage-all-layers": 0.1998,
  "place.gp.congestion": 0.8459,
  "post_cts.repair.setup_buffers": 0,
  "design.portCount": 20,
  "synth_warnings": 7,
  "clk_network_pwr_share": 0.209,
  "antenna_cells": 0,
  "grt_pass1_vias": 1627,
  "synth_chip_area_um2": 2432,
  "cts_hold_buf": 0,
  "drc": 0,
  "gr-usage-met1": 0.3266,
  "hold_path_class": "reg2reg",
  "worst-setup-path-type": "reg2out",
  "yosys-top-cells-area": "dfrtp_1 40%, xnor2_1 9.4%, mux2_4 6.2%, xor2_1 5.4%, ha_1 4.1%",
  "global_route_wire_length_before_repair_um": 7810,
  "core.rowCount": 25,
  "crit_slowest_cell": "dfrtp_1",
  "most_frequent_cell_after_synthesis": "dfrtp_1",
  "max_cap_violations": 0,
  "power_frac_comb": 0.332,
  "hold-path-cell-count": 2,
  "synth.cell_area_um2": 2432,
  "synth_area_per_cell_um2": 10.67,
  "yosysUniqueCellTypes": 46,
  "switching_share": 0.3687,
  "design.core.area_um2": 4692,
  "yosys-stat-cells": 228,
  "placed_cells_incl_taps": 291,
  "timing.clock.skew_ps": 6.632,
  "syn_to_final_growth_pct": 11.52,
  "ctsResizeCount": 0,
  "top_post_synthesis_cells_by_count": "39 x dfrtp_1, 26 x xnor2_1, 21 x nor2_1",
  "ir_drop_worst_case_vdd_mv": 0.3624,
  "clk_pin_slew_worst_paths_ps": 90,
  "path_buffers": 1,
  "pwr-share-seq": 0.459,
  "filler_cell_count": 398,
  "yosysTopAreaCellShare": 0.4012,
  "synthArstFlopShare": 0.9762,
  "unconstrained_endpoints": 1,
  "max_clock_freq_mhz": 314.5,
  "setup_tns_ps": 0,
  "detailed_route_wl_um": 4401,
  "grt.met3_usage": 0.03709
}
[layout by cell type (no fill, tap or decap), drive strengths merged]
cell and count:
buf 3, or3 1, and2 5, o21a 1, nand2b 1, nand4b 2
ha 8, mux2i 1, nor3 4, o41ai 1, nand4 6, a31oi 2
o22ai 2, a21oi 3, o311ai 1, xor2 15, maj3 1, o221ai 3
nor3b 1, dlxtp 1, dfstp 2, a32o 1, o21ai 8, and3 3
xnor2 26, or2 1, dfrtp 39, nor2b 3, nand3 8, nor4 2
inv 12, nor2 21, a211oi 2, clkdlybuf4s50 18, nand2 12, mux2 19
clkbuf 5, o31ai 1
[worst register-to-register path: stages, from the launching register on]
cell     delay, ps
dfrtp_1        440
ha_1           250
and2_1         160
o21ai_1        130
nand3_1         80
nor4_1         270
and3_1         200
buf_4          270
mux2_2         370
[per-layer routing]
metal / routed length, um / up-vias / part of all wire
li1: - / 810 / -
met1: 2265 / 803 / 0.51
met2: 1940 / 25 / 0.44
met3: 144 / 6 / 0.033
met4: 50 / 0 / 0.011
met5: 0 / - / 0
[metrics by stage]
step                      utilization  instance area (um^2)  setup WS, ps  power (W)
after floorplan                     -                  2432          1834  0.0009699
after global placement         0.5573                  2615          1284   0.001068
after detailed placement       0.5573                  2615          1225   0.001074
after CTS                      0.5781                  2713         900.0   0.001364
after global routing           0.5781                  2713         700.1   0.001451
final                          0.5781                  2713         920.7   0.001348
[power by group through the flow]
stage	Clock (W)	Sequential (W)	Combinational, W
global route	0.000310	0.000634	0.000508
finish	0.000282	0.000619	0.000447
CTS	0.000292	0.000620	0.000453
[how the worst max path moves through the flow]
stage	end	slack (ps)	from	depth (start not counted)
CTS	data_valid	900	Counter_DUT.edge_cnt[3]$_DFF_PN0_	5
finish	data_valid	920	Counter_DUT.edge_cnt[3]$_DFF_PN0_	5
global route	data_valid	700	Counter_DUT.edge_cnt[3]$_DFF_PN0_	5
[layout make-up]
type                    count  area, um^2  area share
clock buffers               5       68.82     0.02537
clock inverters             3       28.78     0.01061
inverters                   9       33.78     0.01245
multi-input cells         165        1270      0.4682
flip-flops and latches     42        1044      0.3847
well taps                  54       67.56     0.02491
repair buffers             21       200.2     0.07380
[logic make-up (layout without fill, tap and decap cells)]
kind of cell	after synthesis	count (layout)	synth area share
flops	41	41	0.4228
mux	20	20	0.1075
xor+xnor	41	41	0.1476
fa+ha+maj	9	9	0.04527
simple gates	70	70	0.1512
latches	1	1	0.006171
compound gates	25	25	0.07047
buf+inv	21	38	0.04887
Power and IR drop assume default switching activity.
