==> constraint.sdc <==
current_design UART_TX

set clk_period 4.3
set clk_io_pct 0.2

create_clock -name clk0 -period $clk_period [get_ports {CLK}]

set non_clock_inputs [all_inputs -no_clocks]
set_input_delay [expr $clk_period * $clk_io_pct] -clock clk0 $non_clock_inputs
set_output_delay [expr $clk_period * $clk_io_pct] -clock clk0 [all_outputs]
==> design.v <==
module FSM (
	input		wire					CLK,
	input		wire					RST,
	input		wire					Data_Valid,
	input		wire					ser_done,
	input		wire					PAR_EN,
	output		reg			[1:0]		mux_sel,
	output		reg						busy,
	output		reg						ser_en
	);
localparam	[2:0]	IDLE_State	   = 'b000,
					Start_State    = 'b001,
					Data_State	   = 'b010,
					Parity_State   = 'b011,
					Stop_State     = 'b100;	
reg	[2:0]	Current_State, 
			Next_State;
always@(posedge CLK, negedge RST) begin
	if(!RST) begin
		Current_State	<=	IDLE_State;
	end
	else begin
		Current_State	<=	Next_State;
	end
end
always@(*)  begin
	case(Current_State)
		IDLE_State	:	begin
				mux_sel		=	'b01;	 
				ser_en		=	'b0;
				if(Data_Valid) begin
					Next_State	=	Start_State;
					ser_en      =   'b1;  
					busy        =   'b1;
				end
				else begin
					Next_State	=	IDLE_State;
					busy        =   'b0;	
				end			
		end
		Start_State	:	begin
			mux_sel		=	'b00;
			ser_en      =   'b0;
			busy        =   'b1;
			Next_State	= Data_State;		
		end
		Data_State	:	begin
			mux_sel		=	'b10;
			ser_en      =   'b0;
			busy        =   'b1;
			if(ser_done) begin
				if(PAR_EN) begin
					Next_State	= Parity_State;
				end
				else begin
					Next_State	=	Stop_State;				
				end
			end
			else begin
				Next_State	= Data_State;				
			end
		end
		Parity_State	:	begin
			mux_sel		=	'b11;
			ser_en      =   'b0;
			busy        =   'b1;
			Next_State	=	Stop_State;
		end
		Stop_State	:	begin
			mux_sel		=	'b01;
			ser_en      =   'b0;
			busy        =   'b1;
			if(Data_Valid) begin      
				Next_State	=	Start_State;
				ser_en      =   'b1;  
			end
			else begin
				Next_State	=	IDLE_State;			
			end		
		end
		default	:	begin     
			busy        =   'b0;
			ser_en      =   'b0;
			mux_sel     =   'b01;
			Next_State  =	IDLE_State;
		end
	endcase
end
endmodule
module MUX_4x1 (
	input		wire		[1:0]		mux_sel,
	input		wire					ser_data,
	input		wire					par_bit,
	output		reg						TX_OUT
	);
always @(*) begin
	case(mux_sel)
	'b00	:	begin
		TX_OUT	=	'b0;		 
	end
	'b01	:	begin
		TX_OUT	=	'b1;		 
	end
	'b10	:	begin
		TX_OUT	=	ser_data;		 
	end
	'b11	:	begin
		TX_OUT	=	par_bit;		 
	end
	endcase
end
endmodule
module UART_TX #(
	parameter	DATA_WIDTH = 8	 
	) 
	(
	input	wire						CLK,
	input	wire						RST,
	input	wire	[DATA_WIDTH-1:0]	P_DATA,
	input	wire						DATA_VALID,
	input	wire						PAR_EN,
	input	wire						PAR_TYP,
	output	wire						TX_OUT,
	output	wire						Busy
	);
wire				ser_en_Top;
wire				ser_done_Top;
wire     			ser_data_Top;
wire				par_bit_Top;
wire	[1:0]		mux_sel_Top;
serializer Serializer_Inst (
	.CLK(CLK),
	.RST(RST),
	.P_DATA(P_DATA),
	.ser_en(ser_en_Top),
	.ser_done(ser_done_Top),
	.ser_data(ser_data_Top)
);
parity Parity_Inst (
	.CLK(CLK),
	.RST(RST),
	.PAR_TYP(PAR_TYP),
	.DATA_Valid(DATA_VALID),
	.P_DATA(P_DATA),
	.par_bit(par_bit_Top)
);
MUX_4x1 MUX_4x1_Inst (
	.mux_sel(mux_sel_Top),
	.ser_data(ser_data_Top),
	.par_bit(par_bit_Top),
	.TX_OUT(TX_OUT)
	);
FSM FSM_Inst (
	.CLK(CLK),
	.RST(RST),
	.Data_Valid(DATA_VALID),
	.ser_done(ser_done_Top),
	.PAR_EN(PAR_EN),
	.mux_sel(mux_sel_Top),
	.busy(Busy),
	.ser_en(ser_en_Top)
	);
endmodule
module parity #(
	parameter DATA_WIDTH = 8   
)
	(
	input		wire							CLK,
	input		wire							RST,
	input		wire							PAR_TYP,
	input		wire							DATA_Valid,
	input		wire	[DATA_WIDTH-1:0]		P_DATA,
	output		reg								par_bit
	);
always@(posedge CLK, negedge RST)	begin
	if(!RST) begin
		par_bit	<=	'b0;
	end
	else if(DATA_Valid == 'b1)
		par_bit <= (PAR_TYP == 0) ? ^P_DATA : ~(^P_DATA) ;
end
endmodule
module serializer #(
	parameter DATA_WIDTH = 8   
	) 
	(
	input		wire							CLK,
	input		wire							RST,
	input		wire	[DATA_WIDTH-1:0]		P_DATA,
	input		wire							ser_en,
	output		reg								ser_done,
	output		reg								ser_data
	);
reg 	[DATA_WIDTH-1:0]	 Shift_Register;
reg 	[2:0]				 Counter;		 
always@(posedge CLK,negedge RST)	begin
	if(!RST)	begin
		ser_data	<=	'b0;
		ser_done	<=	'b1;
		Counter     <=  'b0;
	end
	else begin
		if(ser_en)	begin             
			Shift_Register	<=	P_DATA;
			ser_done		<=	'b0;	
		end
		else if (! ser_done ) begin      
			{Shift_Register[DATA_WIDTH-2:0],ser_data}	<=	Shift_Register;
			Shift_Register[DATA_WIDTH-1]	<=	'b0;
			if(Counter == DATA_WIDTH-1)	 begin
				Counter		<=	'b0;
				ser_done	<=	'b1;
			end
			else begin
				Counter		<=	Counter	+	'b1;
				ser_done	<=	'b0;
			end
		end
	end
end
endmodule
==> run.sh <==
#!/bin/bash
# OpenROAD 26Q1-2900-gdf79404cd8, Yosys 0.63+post, stock flow scripts
make -C /OpenROAD-flow-scripts/flow DESIGN_CONFIG=/design/flow/config.mk WORK_HOME=/design/flow/orfs finish
==> config.mk <==
export PLATFORM = sky130hd
export DESIGN_NAME = UART_TX
export DESIGN_NICKNAME = UART_TX
export VERILOG_FILES = /design/flow/design.v
export SDC_FILE = /design/flow/constraint.sdc
export NUM_CORES = 4
export LEC_CHECK = 1
export CORE_AREA = 10 10 102 102
export DIE_AREA = 0 0 112 112
==> run summary <==
State of the implementation.

- In the post-synthesis netlist, the biggest area contributors are sky130_fd_sc_hd__edfxtp_1, sky130_fd_sc_hd__dfrtp_1, sky130_fd_sc_hd__nand2_1.
- RePlAce ended its routability-driven mode at a weighted congestion of 0.743.
- After detailed routing, the wire length on met1 is 791 um.
- The number of register bits inferred by synthesis is 19, for reference.
- Detailed-route iteration 0 reported a violation count of 7.
- The number of max-slew violations in the final report is 0, for reference.
- The longest individual stage delay on the worst path is 0.55 ns, for reference.
- After legalization and detailed placement, the total HPWL measured 1380 um.
- For the completed layout, the total cell area is recorded as 1200 um2.
- The data arrival at the endpoint of the critical path is 2.00 ns, for reference.
- The clock drives 19 sinks.
- In the routed layout, each cell is associated on average with a via count of 2.89.
- Routed signal wires occupy layers up through met3.
- The startpoint identified for the worst register-to-register timing path is FSM_Inst.Current_State[1].
- According to the report, the first pass of detailed routing completed in 4 iterations.
- Per the skew report, the later register of the worst-skew pair sees a clock latency of 0.25 ns.
- The required time of the critical path is 3.44 ns, for reference.
- The share of layout cells above drive strength 1 is 12.9%, for reference.
- The root buffer cell chosen for the clock tree is sky130_fd_sc_hd__clkbuf_8.
- The headroom to the max-slew limit is 52.9%, for reference.
- In the hold timing report, the worst path depth is 1.
- The critical path is of the in2out type.
- The post-cts hold-fix buffer tally is 0, for reference.
- Per the GRT congestion report, total overflow comes to 0.
- After synthesis, the mean cell area works out to 11.6 um2.
- The number of clock buffers inserted by TritonCTS is 3, for reference.
- The average detailed-routed wire length per instance is 8.65 um, for reference.
- The total length of routed met2 wires is 727 um, for reference.
- The largest vdd supply drop is 0.000181 V, for reference.
- In the Yosys report the total cell count is 76.
- The area of the die is 12,500 um2, for reference.
- The flow ran to the end, and the final reports show no timing, DRC or antenna violations.
- TritonRoute reported its final design rule violation total as 0.
- In the final timing run, aggregate negative setup slack is 0 ns.
- The final-layout fill cell count is 896, for reference.
- The area taken by sequential standard cells is reported as 518 um2.
- Summed over all layers, the routed wires come to 1710 um.
- Pin placement for this block handled 15 I/O pins.
- Ranking logic cells in the layout by count gives the top entries sky130_fd_sc_hd__nand2_1, sky130_fd_sc_hd__clkdlybuf4s50_1, sky130_fd_sc_hd__dfrtp_1.
- The achievable frequency is 350 MHz, for reference.
- The top cell type in the final layout, fill and taps aside, is sky130_fd_sc_hd__nand2_1.
- The class of the tightest hold or removal check is reg2reg, for reference.
- The final critical path takes up 66.5% of the cycle.
- The number of different library cells in the post-synthesis netlist is 25, for reference.
- The final number of setup-violating endpoints is 0, for reference.
- Measured along the x axis, the die boundary spans 112 um.
- The area of the multi-input gates is 353 um2, for reference.
- The pin slew with the least headroom to its limit is 0.705 ns, for reference.
- The count of placed standard cells in the final layout, fillers left out is 198, for reference.
- After technology mapping, the gate count stands at 76.
- The post-CTS setup buffer count is 0, for reference.
- The synthesis report lists the Yosys warning total as 4.
- The placement report lists the number of port buffers as 14.
- The critical path goes through clkdlybuf4s50_1 > nand2_1 > nand2_1 > clkdlybuf4s50_1.
- Among cell families on the critical path, the largest total delay comes from buffers and inverters.
- The cell type with the largest total area is sky130_fd_sc_hd__edfxtp_1, for reference.
- The first global-routing pass estimated 2910 um of wire.
- The number of placed cells counting well taps is 194, for reference.
- Looking at the clock tree report, the maximum root-to-sink buffer count equals 2.
- The floorplan core density is 10.8%, for reference.
- The cell area that synthesis handed to floorplanning was 883 um2.
- The number of cells on the worst reg-to-reg path is 4, for reference.
- The initialized floorplan defines 33 standard-cell rows.
- The number of resized instances in the post-cts repair step is 0, for reference.
- The number of vias in the routed layout is 572, for reference.
- Entering global routing, the biggest net connects 13 pins.
- The detailed router reports a met3 wire length of 192 um.
- The portion of the post-synthesis area used by sequential elements is 58.6%, for reference.
- The area of the core is 8220 um2, for reference.
- The leakage power is 0.489 nW, for reference.
- The start point of the worst min-delay path is Serializer_Inst.Shift_Register[0], for reference.
- The final antenna diode count is 0, for reference.
- The script computed a power per unit cell area of 567 nW/um2.
- Yosys reports a chip area of 883 um2.
- Detailed placement reports a standard cell area of 1150 um2.
- The tool flagged a number of max-cap violations equal to 0.
- The critical-path maximum fanout is 4, for reference.
- The number of warning messages in the logs is 25, for reference.
- For reference, the clock transition at the flip-flops on the worst setup and hold paths is 0.07 ns.
- After layout, the setup clock skew is reported as 0.00438 ns.
- The worst setup path is launched from a primary input.
- The STA report counts the stages on the worst setup path as 4.
- The hold violation count in the final report is 0, for reference.
- The time the worst path needs with I/O delays and setup is 2.86 ns, for reference.
- The via count of the first global-routing pass is 596, for reference.
- The total number of H-tree levels is 1, for reference.
- From synthesis to final layout, the design area changed by 35.4%.
- Setup repair after global routing left no endpoint under its margin.
- According to the timing report, the critical path is launched from DATA_VALID.
- The number of antenna violations at the first check in global routing came to 0.
- The clock tree from TritonCTS is built, for reference.
- The total track usage is 2.72%, for reference.
- Nets still carrying antenna violations after routing amount to 0.
- The slowest stage of the critical path is the sky130_fd_sc_hd__clkdlybuf4s50_1 cell.
- The combined buffer and inverter count along the critical path is 2, for reference.
- Per the OpenROAD floorplan log, the height of the die is 112 um.
- STA classifies the critical path endpoint as an output pin.
- Yosys reports that the leading cell type by area covers 27.2% of the netlist area.
==> per-layer routing <==
layer / vias up / track usage (%)
met2: 16 / 3.92
li1: 287 / -
met5: - / 0
met3: 0 / 1.90
met1: 269 / 3.49
met4: 0 / 0
==> registers in the layout, indices dropped and copies added (netlist names) <==
signal / cells
Serializer_Inst.Counter: 3
Serializer_Inst.ser_data: 1
Parity_Inst.par_bit: 1
FSM_Inst.Current_State: 5
Serializer_Inst.ser_done: 1
Serializer_Inst.Shift_Register: 8
==> cell type report <==
| type | count | area share, % |
|---|---|---|
| inverter | 2 | 0.628 |
| tap | 105 | 11.0 |
| multi-input combinational | 54 | 29.5 |
| sequential | 19 | 43.3 |
| clock inverter | 1 | 0.418 |
| clock buffer | 3 | 3.45 |
| timing repair buffer | 14 | 11.7 |
==> through the flow <==
stage               power (mW)  worst slack, ns  hold WS (ns)  utilization, %
global route             0.737             1.39         0.498            14.6
floorplan                0.466             2.41         0.439               -
global placement         0.561             1.43         0.446            14.0
detailed placement       0.569             1.42         0.456            14.0
finish                   0.678             1.44         0.478            14.6
CTS                      0.691             1.42         0.483            14.6
==> kinds of logic (layout without fill, tap and decap cells) <==
| family | count (synthesis) | after routing | synth area share [%] |
|---|---|---|---|
| xor gates and xnor gates | 7 | 7 | 9.35 |
| adders and majority gates | 2 | 2 | 2.83 |
| muxes | 6 | 6 | 8.07 |
| and+or+nand+nor | 34 | 34 | 15.6 |
| DFF | 19 | 19 | 58.6 |
| buffers and inverters | 3 | 20 | 1.42 |
| AOI/OAI and AO/OA | 5 | 5 | 4.11 |
==> power by group <==
part           switching (mW)  leakage (nW)  internal, mW
logic                   0.109         0.254         0.133
clock network          0.0540        0.0255        0.0642
registers              0.0415         0.210         0.277
total                   0.204         0.489         0.474
==> worst register-to-register path: cells and delay by family, from the launching register on <==
kind            cells  cell delay, ns
compound gates      1            0.37
simple gates        1            0.24
flops               1            0.40
buf+inv             1            0.20
mux                 1            0.35
==> synth_stat cells <==
master,number
sky130_fd_sc_hd__and3_1,1
sky130_fd_sc_hd__edfxtp_1,8
sky130_fd_sc_hd__ha_1,2
sky130_fd_sc_hd__xnor2_1,4
sky130_fd_sc_hd__a21o_1,1
sky130_fd_sc_hd__o21ai_2,1
sky130_fd_sc_hd__o21ai_0,1
sky130_fd_sc_hd__nor2_1,5
sky130_fd_sc_hd__buf_2,1
sky130_fd_sc_hd__a21boi_1,1
sky130_fd_sc_hd__mux2_2,1
sky130_fd_sc_hd__mux2_4,1
sky130_fd_sc_hd__inv_2,1
sky130_fd_sc_hd__nand2_1,25
sky130_fd_sc_hd__dfrtp_1,9
sky130_fd_sc_hd__inv_1,1
sky130_fd_sc_hd__o21bai_1,1
sky130_fd_sc_hd__nor4_1,1
sky130_fd_sc_hd__xor2_1,1
sky130_fd_sc_hd__and2_1,1
sky130_fd_sc_hd__xnor3_1,1
sky130_fd_sc_hd__mux2_1,4
sky130_fd_sc_hd__dfstp_2,2
sky130_fd_sc_hd__xnor2_2,1
sky130_fd_sc_hd__nor2_2,1
==> path summary, 6_finish.rpt <==
path	endpoint	slack [ns]
max in group asynchronous	FSM_Inst.Current_State[0]	3.00
setup reg to reg	Serializer_Inst.ser_data	2.63
hold / removal	Serializer_Inst.ser_data	0.48
setup / recovery	Busy	1.44
hold reg to reg	Serializer_Inst.ser_data	0.48
min in group asynchronous	Serializer_Inst.Counter[1]	0.95
Power is estimated from default activity; no workload was simulated.
